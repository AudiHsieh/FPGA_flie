[flow/design.v]
`timescale 1ns / 1ps
module convolution(
    output [8:0]out0,
    output [8:0]out1,
    output [8:0]out2,
    output [8:0]out3,
    output ans,
	 input [1:0]m,
	 input rst
    );
	integer i,j,k,c,b,a,z;
	integer sum0 = 0;
	integer sum1 = 0;
	integer sum2= 0;
	integer sum3 = 0;
	integer sum4 = 0;
	integer sum5 = 0;
	integer sum6= 0;
	integer sum7 = 0;
	integer sum8 = 0;
	integer sum9 = 0;
	integer sum10= 0;
	integer sum11= 0;
	integer sum12 = 0;
	integer sum13 = 0;
	integer sum14= 0;
	integer sum15 = 0;
	integer sum_all = 0;
	reg [1:9]k0 = 9'b100110000;
	reg [1:9]k1 = 9'b000010111;
	reg [1:9]k2 = 9'b111000111;
	reg [1:9]k3 = 9'b111111111;
	reg [4:0]in_arr[15:0];
	reg [8:0]out0 = 9'd0;
	reg [8:0]out1 = 9'd0;
	reg [8:0]out2 = 9'd0;
	reg [8:0]out3 = 9'd0;
	reg ans;
	always@(posedge rst)begin
		for(i=0;i<16;i=i+1)begin
			in_arr[i] <= i+1;
		end
	end
	always@(*)begin
		case(m)
			2'b0:begin
				c=0;
				b=0;
				a=0;
				z=0;
				for(j=0;j<9;j=j+4)begin
					for(k=0;k<3;k=k+1)begin
						c = c+1;
						sum0 = sum0 +(in_arr[k+j]*k0[c]);
					end
				end
				for(j=0;j<9;j=j+4)begin
					for(k=1;k<4;k=k+1)begin
						b = b+1;
						sum1 = sum1 +(in_arr[k+j]*k0[b]);
					end
				end
				for(j=0;j<9;j=j+4)begin
					for(k=4;k<7;k=k+1)begin
						a = a+1;
						sum2 = sum2 +(in_arr[k+j]*k0[a]);
					end
				end
				for(j=0;j<9;j=j+4)begin
					for(k=5;k<8;k=k+1)begin
						z = z+1;
						sum3 = sum3 +(in_arr[k+j]*k0[z]);
					end
				end
				out0 = sum0;
				out1 = sum1;
				out2 = sum2;
				out3 = sum3;
			end
			2'b01:begin
				c=0;
				b=0;
				a=0;
				z=0;
				for(j=0;j<9;j=j+4)begin
					for(k=0;k<3;k=k+1)begin
						c = c+1;
						sum4 = sum4 +(in_arr[k+j]*k1[c]);
					end
				end
				for(j=0;j<9;j=j+4)begin
					for(k=1;k<4;k=k+1)begin
						b = b+1;
						sum5 = sum5 +(in_arr[k+j]*k1[b]);
					end
				end
				for(j=0;j<9;j=j+4)begin
					for(k=4;k<7;k=k+1)begin
						a = a+1;
						sum6 = sum6 +(in_arr[k+j]*k1[a]);
					end
				end
				for(j=0;j<9;j=j+4)begin
					for(k=5;k<8;k=k+1)begin
						z = z+1;
						sum7 = sum7 +(in_arr[k+j]*k1[z]);
					end
				end
				out0 = sum4;
				out1 = sum5;
				out2 = sum6;
				out3 = sum7;
			end
			2'b10:begin
				c=0;
				b=0;
				a=0;
				z=0;
				for(j=0;j<9;j=j+4)begin
					for(k=0;k<3;k=k+1)begin
						c = c+1;
						sum8 = sum8 +(in_arr[k+j]*k2[c]);
					end
				end
				for(j=0;j<9;j=j+4)begin
					for(k=1;k<4;k=k+1)begin
						b = b+1;
						sum9 = sum9 +(in_arr[k+j]*k2[b]);
					end
				end
				for(j=0;j<9;j=j+4)begin
					for(k=4;k<7;k=k+1)begin
						a = a+1;
						sum10 = sum10 +(in_arr[k+j]*k2[a]);
					end
				end
				for(j=0;j<9;j=j+4)begin
					for(k=5;k<8;k=k+1)begin
						z = z+1;
						sum11 = sum11 +(in_arr[k+j]*k2[z]);
					end
				end
				out0 = sum8;
				out1 = sum9;
				out2 = sum10;
				out3 = sum11;
			end
			2'b11:begin
				c=0;
				b=0;
				a=0;
				z=0;
				for(j=0;j<9;j=j+4)begin
					for(k=0;k<3;k=k+1)begin
						c = c+1;
						sum12 = sum12 +(in_arr[k+j]*k3[c]);
					end
				end
				for(j=0;j<9;j=j+4)begin
					for(k=1;k<4;k=k+1)begin
						b = b+1;
						sum13 = sum13 +(in_arr[k+j]*k3[b]);
					end
				end
				for(j=0;j<9;j=j+4)begin
					for(k=4;k<7;k=k+1)begin
						a = a+1;
						sum14 = sum14 +(in_arr[k+j]*k3[a]);
					end
				end
				for(j=0;j<9;j=j+4)begin
					for(k=5;k<8;k=k+1)begin
						z = z+1;
						sum15 = sum15 +(in_arr[k+j]*k3[z]);
					end
				end
				out0 = sum12;
				out1 = sum13;
				out2 = sum14;
				out3 = sum15;
			end
		endcase
		sum_all = out0+out1+out2+out3;
		if(sum_all>40)
			ans = 1;
		else
			ans = 0;
	end
endmodule
[flow/run.sh]
#!/bin/bash
# OpenROAD 26Q1-2900-gdf79404cd8, Yosys 0.63+post, stock flow scripts
make -C /OpenROAD-flow-scripts/flow DESIGN_CONFIG=/design/flow/config.mk WORK_HOME=/design/flow/orfs finish
[flow/config.mk]
export PLATFORM = sky130hd
export DESIGN_NAME = convolution
export DESIGN_NICKNAME = convolution
export VERILOG_FILES = /design/flow/design.v
export SDC_FILE = /design/flow/constraint.sdc
export NUM_CORES = 4
export LEC_CHECK = 1
export CORE_UTILIZATION = 30
[flow/constraint.sdc]
current_design convolution

set clk_period 13.6
set clk_io_pct 0.2

create_clock -name clk0 -period $clk_period [get_ports {rst}]

set non_clock_inputs [all_inputs -no_clocks]
set_input_delay [expr $clk_period * $clk_io_pct] -clock clk0 $non_clock_inputs
set_output_delay [expr $clk_period * $clk_io_pct] -clock clk0 [all_outputs]
==> node_exporter_impl.prom <==
# HELP chip_impl_metric Synthesis and place-and-route metrics
# TYPE chip_impl_metric gauge
chip_impl_metric{name="holdBufCountCts",unit=""} 0
chip_impl_metric{name="route.final.wire_length",unit="mm"} 10.7
chip_impl_metric{name="grt_pass1_wl",unit="mm"} 17.9
chip_impl_metric{name="slew_viol_final",unit=""} 0
chip_impl_metric{name="post_cts_resize_count",unit=""} 0
chip_impl_metric{name="track_usage",unit="%"} 13.1
chip_impl_info{name="setup.worst_path.class",value="in -> out"} 1
chip_impl_metric{name="unclocked_pins",unit=""} 121
chip_impl_metric{name="non_filler_cell_area_final",unit="mm2"} 0.00578
chip_impl_metric{name="critPathArrivalTime",unit="ns"} 7.66
chip_impl_metric{name="io_buffers",unit=""} 37
chip_impl_metric{name="initial_core_util",unit="%"} 30.9
chip_impl_info{name="setup.worst_path.start_class",value="input port"} 1
chip_impl_metric{name="drt_first_pass_iters",unit=""} 4
chip_impl_metric{name="placeableCoreArea",unit="mm2"} 0.0167
chip_impl_metric{name="placement.setup.worst_slack",unit="ns"} 3.17
chip_impl_metric{name="unconstrained_endpoints",unit=""} 121
chip_impl_metric{name="fin_tns_setup",unit="ns"} 0
chip_impl_metric{name="hold-path-cell-count",unit=""} 4
chip_impl_metric{name="floorplan.rows",unit=""} 47
chip_impl_metric{name="post-route-period-util",unit="%"} 76.3
chip_impl_info{name="hold_path.class",value="in -> out"} 1
chip_impl_metric{name="yosys.stat.chipArea",unit="mm2"} 0.00516
chip_impl_metric{name="dieWidth",unit="um"} 133
chip_impl_metric{name="layout-area-overhead-vs-synth",unit="%"} 11.9
chip_impl_metric{name="yosys_synthesis_warning_count",unit=""} 514
chip_impl_metric{name="avgRoutedWirePerCell",unit="um"} 13.4
chip_impl_metric{name="antennaDiodeCount",unit=""} 0
chip_impl_metric{name="setup_buffers_after_cts",unit=""} 0
chip_impl_metric{name="grt.overflow.total",unit=""} 0
chip_impl_metric{name="max_cap_viol",unit=""} 0
chip_impl_metric{name="grt.met2_usage",unit="%"} 21.0
chip_impl_metric{name="drt-vias-per-instance",unit=""} 4.43
chip_impl_metric{name="endpoints_failing_hold",unit=""} 0
chip_impl_metric{name="placed_instance_area",unit="mm2"} 0.00578
chip_impl_metric{name="total_i_o_pin_count",unit=""} 40
chip_impl_metric{name="maxSlewHeadroom",unit="%"} 49.3
chip_impl_metric{name="syn_area_per_cell",unit="um2"} 9.47
chip_impl_metric{name="period_minus_slack",unit="ns"} 10.38
chip_impl_metric{name="utilization",unit="%"} 34.6
chip_impl_info{name="hp-start",value="m[0]"} 1
chip_impl_metric{name="worst_ir_drop_vdd",unit="mV"} 0.0178
chip_impl_metric{name="place_congestion",unit=""} 0.843
chip_impl_metric{name="grt_start_max_net_pins",unit=""} 38
chip_impl_metric{name="grt_pass1_vias",unit=""} 3509
chip_impl_metric{name="routed_via_count",unit=""} 3541
chip_impl_info{name="min_to",value="out3[4]"} 1
chip_impl_metric{name="synth_cell_types",unit=""} 51
chip_impl_metric{name="critical_path_peak_fanout",unit=""} 28
chip_impl_metric{name="layout-drive-gt1-share",unit="%"} 6.22
chip_impl_metric{name="power.static_leakage",unit="nW"} 2.58
chip_impl_metric{name="grt_antenna_before_repair",unit=""} 0
chip_impl_metric{name="use_met1",unit="%"} 20.7
chip_impl_metric{name="hpwl",unit="mm"} 8.90
chip_impl_metric{name="final.setup.worst_slack",unit="ns"} 3.22
chip_impl_info{name="grt_most_used_layer",value="met2"} 1
chip_impl_metric{name="ys_seq_elements",unit=""} 121
chip_impl_metric{name="post_synthesis_cell_count",unit=""} 545
chip_impl_info{name="synthFlopType",value="sky130_fd_sc_hd__dlxtn_1"} 1
chip_impl_metric{name="post_layout_power",unit="W"} 0.000119
chip_impl_metric{name="dieHeight",unit="um"} 133
chip_impl_metric{name="openroad.warnings",unit=""} 28
chip_impl_info{name="critical_path.endpoint_type",value="primary output"} 1
chip_impl_metric{name="power-per-cell-area",unit="mW/mm2"} 20.6
chip_impl_metric{name="remaining_drc_errors",unit=""} 0
chip_impl_metric{name="critical_path_required",unit="ns"} 10.88
chip_impl_info{name="setup_repair_after_global_routing_missed_its_margin",value="false"} 1
chip_impl_metric{name="final_antenna_net_count",unit=""} 0
chip_impl_info{name="layout.cells.most_common",value="sky130_fd_sc_hd__dlxtn_1"} 1
chip_impl_metric{name="drtIter0Drc",unit=""} 150
chip_impl_info{name="most-common-layout-cells",value="121 x sky130_fd_sc_hd__dlxtn_1, 85 x sky130_fd_sc_hd__inv_1, 53 x sky130_fd_sc_hd__xnor2_1"} 1
chip_impl_metric{name="yosys_cells",unit=""} 545
chip_impl_metric{name="tightest_slew",unit="ns"} 0.758
chip_impl_metric{name="fmax",unit="MHz"} 96.3
chip_impl_metric{name="grt_use_met3",unit="%"} 1.75
chip_impl_info{name="outcome",value="completed"} 1
chip_impl_metric{name="setup_viol",unit=""} 0
chip_impl_metric{name="synth_async_sr_flop_share",unit="%"} 0
chip_impl_metric{name="synth_area",unit="mm2"} 0.00516
chip_impl_metric{name="die-area",unit="mm2"} 0.0177
chip_impl_metric{name="edf_count",unit=""} 0
[worst max-delay path: stages]
cell and delay, ns:
sky130_fd_sc_hd__clkdlybuf4s50_1 0.45, sky130_fd_sc_hd__buf_4 0.38, sky130_fd_sc_hd__inv_2 0.23, sky130_fd_sc_hd__nand2_1 0.61, sky130_fd_sc_hd__o22ai_1 0.23, sky130_fd_sc_hd__fa_1 0.55, sky130_fd_sc_hd__inv_1 0.05, sky130_fd_sc_hd__fa_1 0.55
sky130_fd_sc_hd__inv_1 0.06, sky130_fd_sc_hd__ha_1 0.28, sky130_fd_sc_hd__a211oi_1 0.27, sky130_fd_sc_hd__o21bai_1 0.15, sky130_fd_sc_hd__a2111o_1 0.42, sky130_fd_sc_hd__a31oi_1 0.14, sky130_fd_sc_hd__nand4_1 0.10, sky130_fd_sc_hd__clkdlybuf4s50_1 0.43
[flip-flops by register name, indices dropped and copies added, names as in the netlist]
name,flops
sum2,6
sum9,8
sum13,9
sum10,7
sum0,7
sum4,7
sum6,7
sum3,9
sum14,8
sum12,8
sum1,9
sum8,7
sum7,6
sum5,6
sum15,9
sum11,8
[logic make-up after synthesis]
logic type / after synthesis / synth area share (%)
AND/OR/NAND/NOR: 95 / 8.87
buffers and inverters: 96 / 7.61
XOR/XNOR: 91 / 15.4
latches: 121 / 35.3
AND-OR/OR-AND: 64 / 7.85
adder cells (fa/ha/maj): 44 / 13.3
other: 2 / 0.146
multiplexers: 32 / 11.6
[power breakdown]
group,total [W],internal (W),switching (W)
sequential,0.0000122,0.0000122,0
combinational,0.000107,0.0000491,0.0000575
clock,0,0,0
[synth_stat cells (all sizes together) (2+ instances only)]
cell type	n	area, um2
nand2	27	101
nor2b	6	37.5
conb	2	7.51
xor2	38	333
fa	18	360
o221ai	2	17.5
o211ai	2	15.0
clkbuf	4	16.3
dlxtn	121	1820
a21boi	2	15.0
mux2	2	22.5
o21a	2	15.0
or4	2	18.8
nor3	5	30.0
o31ai	4	30.0
o221a	2	22.5
nand4	2	12.5
and3	4	25.0
nor2	28	105
o22ai	3	18.8
xnor2	53	464
inv	86	323
o2111ai	2	17.5
mux4	22	495
ha	26	325
o21ai	19	95.1
a21oi	17	85.1
nand3	11	55.1
mux2i	8	80.1
buf	6	53.8
nand2b	5	31.3
[cell type report]
cell class / instances / area [um2]
fillers: 1720 / 10900
multi-input cells: 330 / 2960
flip-flops and latches: 121 / 1820
repair buffers: 42 / 403
inverters: 86 / 323
well taps: 220 / 275
[per-stage QoR]
step	cells	hold WS (ns)
finish	799	6.26
global route	799	6.32
CTS	799	6.28
detailed placement	799	6.28
global placement	799	6.31
floorplan	547	5.79
[worst max-delay path by stage]
stage | slack (ns) | startpoint | cells past startpoint | to
final | 3.22 | m[1] | 16 | ans
after CTS | 3.15 | m[1] | 16 | ans
after global routing | 2.83 | m[1] | 16 | ans
[routing by layer]
layer | vias up | part of all wire (%)
li1 | 1850 | -
met1 | 1635 | 50
met2 | 54 | 46
met3 | 2 | 3.9
met4 | 0 | 0.25
met5 | - | 0
Power and IR drop assume default switching activity.

File: /design/flow/constraint.sdc
current_design traffic

set clk_period 2.5
set clk_io_pct 0.2

create_clock -name clk0 -period $clk_period [get_ports {clk}]

set non_clock_inputs [all_inputs -no_clocks]
set_input_delay [expr $clk_period * $clk_io_pct] -clock clk0 $non_clock_inputs
set_output_delay [expr $clk_period * $clk_io_pct] -clock clk0 [all_outputs]
File: /design/flow/design.v
`timescale 1ms / 1us
module traffic(
    input s,
    input clk,
    output reg green = 0,
    output reg yellow = 0,
    output reg red = 0,
    output reg camera = 0
    );
     reg [7:0] cnt = 0;
always @(posedge clk)begin
    if(cnt<8'b00001001)begin
        green<=1;
        yellow<=0;
        red<=0;
        cnt<=cnt+1;
    end
    else if((cnt>8'b00001000)&&(cnt<8'b00001100))begin
        green<=0;
        yellow<=1;
        red<=0;
        cnt<=cnt+1;
    end
    else if((cnt>8'b00001011)&&(cnt<8'b00011011))begin
        green<=0;
        yellow<=0;
        red<=1;
        cnt<=cnt+1;
    end
    else if(cnt>8'b00011010)begin
        green<=1;
        yellow<=0;
        red<=0;
        cnt<=0;
    end
end
always @(*)begin
    if(s==1 && red==1)begin
        camera<=1;
    end
    else begin
        camera<=0;
    end
end
endmodule
File: /design/flow/run.sh
#!/bin/bash
# OpenROAD 26Q1-2900-gdf79404cd8, Yosys 0.63+post, stock flow scripts
make -C /OpenROAD-flow-scripts/flow DESIGN_CONFIG=/design/flow/config.mk WORK_HOME=/design/flow/orfs finish
File: /design/flow/config.mk
export PLATFORM = sky130hd
export DESIGN_NAME = traffic
export DESIGN_NICKNAME = traffic
export VERILOG_FILES = /design/flow/design.v
export SDC_FILE = /design/flow/constraint.sdc
export NUM_CORES = 4
export LEC_CHECK = 1
export CORE_AREA = 10 10 70 70
export DIE_AREA = 0 0 80 80
==> flow_summary.toml <==
# flow metrics
[place]
io_buffers = 5
hpwl_um = 615.3
place_area_sq_um = 626.9
place_congestion = 0.7711
place_inst = 98

[power]
p_per_area_nw_per_um2 = 491.0
peakVddDrop_uv = 320.8
p_leak_nw = 0.2467

[global_routing]
gr-usage-all-layers = 0.02723
grt_pass1_wl_um = 1462
grt_max_degree = 9
grt_pass1_vias = 338
grt-ovfl-total = 0
grt_antenna_before_repair = 0

[timing]
tns_ns = 0
hold_viol = 0
finalCritPeriodShare = 0.8086
worst_clock_skew_ns = 0.006302
slew_viol_final = 0
fin_hold_ws_ns = 0.5301
finalSetupViolCount = 0
timing.fmax_ghz = 0.4947
rsz0062_at_grt = "false"
min_period_ns = 2.022

[setup_path]
end_kind = "output pin"
cp_max_fo = 1
crit_arrival_ns = 1.52
required_ns = 2.00
startpoint_type = "primary input"
worst-setup-path-type = "primary input to output pin"

[die]
die-area_sq_um = 6400
ioPinCount = 6
die_h_um = 80
rows = 21
die_w_um = 80
coreArea_sq_um = 3416
floorplan.core_util = 0.1513

[run]
tool_warnings = 26
cap_violations = 0

[clocking]
cts_tree = "built"
ctsResizeCount = 0
cts-root-buf = "clkbuf_4"
path_clk_slew_ns = 0.07
cts_inserted_buffers = 3
cts_hold_buffers = 0
clk_latency_ns = 0.26
clkSinkCount = 11
cts_setup_buffers = 0
h-tree-depth = 1
clockBufferDepth = 2

[cells_and_area]
seqCellArea_sq_um = 300.3
final_cells = 102
area_growth_pct = 26.39
final_cell_area_sq_um = 653.1
drive_gt1_frac = 0.08929
fill_cells = 391
comb_area_sq_um = 207.7

[routing]
drc = 0
totalWireLength_um = 793
ant_nets = 0
avgRoutedWirePerCell_um = 7.775
post_drt_via_cell_ratio = 3.627
drtIter0Drc = 8
n_antenna_cell = 0
drt-pass1-iter-count = 4
num_vias = 370

[synthesis]
synth_seq_share = 0.5811
edf_count = 8
ys_cells = 46
netlist_area_sq_um = 516.7
ys_chip_area_sq_um = 516.7
async_flop_share = 0
synth_warnings = 1
syn_area_per_cell_sq_um = 11.23
netlist_instances = 46
synth-main-ff-cell = "edfxtp_1"
ys_types = 23
synth-seq-cells = 11

[hold_path]
hold_path_class = "register to register"

[status]
outcome = "complete, no violations"
==> cells in the mapped netlist (all sizes together), types with 2 or more instances <==
master	n	area (sq um)
nor3	3	15.01
nor2	3	11.26
or3	2	17.52
dfxtp	3	60.06
ha	2	25.02
edfxtp	8	240.2
inv	3	11.26
a21oi	7	35.03
nand2	2	7.510
==> sequential cells by signal, indices dropped and copies added (netlist names) <==
name,flops
red,1
cnt,8
yellow,1
green,1
==> final cells by class <==
type,instances,area share
Clock buffer,4,0.04023
Tap cell,46,0.08812
Multi-Input combinational cell,33,0.3180
Inverter,3,0.01724
Sequential cell,11,0.4598
Timing Repair Buffer,5,0.07663
==> where the power goes <==
| part | leakage (nW) | switching (mW) | internal [mW] |
|---|---|---|---|
| Combinational | 0.114 | 0.00311 | 0.00342 |
| Sequential | 0.117 | 0.00213 | 0.198 |
| Clock | 0.0150 | 0.0529 | 0.0616 |
==> metrics by stage <==
stage                     setup slack [ns]  utilization  total power, mW
after floorplan                     0.9352            -           0.2076
after global placement              0.4738       0.1835           0.2101
after detailed placement            0.4673       0.1835           0.2103
after CTS                           0.4611       0.1912           0.3267
after global routing                0.4281       0.1912           0.3401
final                               0.4785       0.1912           0.3207
==> path summary, 6_finish.rpt <==
check / from / to / slack [ns] / depth (start not counted)
max: s / camera / 0.48 / 3
min: red / red / 0.53 / 2
max reg2reg: cnt[0] / cnt[0] / 0.81 / 3
min reg2reg: red / red / 0.53 / 2
==> logic make-up (layout without fill, tap and decap cells) <==
group                    after synthesis  in the layout  share of synthesized area
AND/OR/NAND/NOR                       17             17                     0.1962
XOR/XNOR                               2              2                    0.03390
adder cells (fa/ha/maj)                2              2                    0.04842
AND-OR/OR-AND                          9              9                     0.1017
buffers and inverters                  4             12                    0.03147
other                                  1              3                   0.007257
flip-flops                            11             11                     0.5811
==> cell usage in the layout, fill, tap and decap left out, types with 2 or more instances in the layout <==
cell	Yosys	routed
a21oi_1	7	7
clkbuf_4	0	3
clkdlybuf4s50_1	0	5
conb_1	1	3
dfxtp_1	3	3
edfxtp_1	8	8
ha_1	2	2
inv_1	3	3
nand2_1	2	2
nor2_1	3	3
nor3_1	3	3
==> routing by layer <==
metal,track usage,share of wire,up-vias
li1,-,-,185
met1,0.03458,0.45,179
met2,0.04254,0.49,6
met3,0.01364,0.063,0
met4,0.001761,0,0
met5,0,0,-
==> worst max-delay path, stage by stage <==
cell	delay, ns
clkdlybuf4s50_1	0.45
and2_1	0.11
clkdlybuf4s50_1	0.46
No activity file was given, so power comes from the tool's default toggle rates.
